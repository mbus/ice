==> flow/design.v <==
`timescale 1ns/1ps
module ice_bus_controller(clk, rst, rx_char, rx_char_valid, tx_char, tx_char_valid, tx_char_ready, generate_nak, evt_id, ma_data, ma_addr, ma_data_valid, ma_frame_valid, sl_overflow, sl_addr, sl_tail, sl_latch_tail, sl_data, sl_arb_request, sl_arb_grant);
parameter NUM_DEV=2;
input clk;
input rst;
input [7:0] rx_char;
input rx_char_valid;
output [7:0] tx_char;
output reg tx_char_valid;
input tx_char_ready;
output reg generate_nak;
output reg [7:0] evt_id;
output [7:0] ma_data;
output reg [7:0] ma_addr;
output reg ma_data_valid;
output reg ma_frame_valid;
input sl_overflow;
output [8:0] sl_addr;
input [8:0] sl_tail;
output reg sl_latch_tail;
input [8:0] sl_data;
input [NUM_DEV-1:0] sl_arb_request;
output [NUM_DEV-1:0] sl_arb_grant;
assign ma_data = rx_char;
wire pri_en, pri_granted;
wire pri_latch;
priority_select #(NUM_DEV) pri1(
	.clk(clk),
	.rst(rst),
	.enable(pri_en),
	.latch(pri_latch),
	.requests(sl_arb_request),
	.grants(sl_arb_grant),
	.granted(pri_granted)
);
reg record_addr, record_evt_id;
reg byte_counter_incr, byte_counter_decr, byte_counter_reset, set_byte_counter;
reg shift_in_pyld_len;
reg [7:0] byte_counter;
reg [7:0] payload_len;
parameter STATE_RX_IDLE = 0;
parameter STATE_RX_ID = 1;
parameter STATE_RX_LEN = 2;
parameter STATE_RX_PYLD = 3;
parameter STATE_RX_OVERFLOW = 4;
reg [3:0] state, next_state;
always @* begin
	next_state = state;
	record_addr = 1'b0;
	record_evt_id = 1'b0;
	byte_counter_incr = 1'b0;
	byte_counter_decr = 1'b0;
	byte_counter_reset = 1'b0;
	shift_in_pyld_len = 1'b0;
	ma_data_valid = 1'b0;
	ma_frame_valid = 1'b0;
	set_byte_counter = 1'b0;
	generate_nak = 1'b0;
	case(state)
		STATE_RX_IDLE: begin
			record_addr = 1'b1;
			ma_frame_valid = rx_char_valid;
			byte_counter_reset = 1'b1;
			if(rx_char_valid)
				next_state = STATE_RX_ID;
		end
		STATE_RX_ID: begin
			ma_frame_valid = 1'b1;
			ma_data_valid = rx_char_valid;
			record_evt_id = 1'b1;
			if(rx_char_valid)
				next_state = STATE_RX_LEN;
		end
		STATE_RX_LEN: begin
			ma_frame_valid = 1'b1;
			ma_data_valid = rx_char_valid;
			shift_in_pyld_len = rx_char_valid;
			if(rx_char_valid) begin
				byte_counter_reset = 1'b1;
				next_state = STATE_RX_PYLD;
			end
		end
		STATE_RX_PYLD: begin
			ma_frame_valid = 1'b1;
			ma_data_valid = rx_char_valid;
			byte_counter_incr = rx_char_valid;
			if(byte_counter == payload_len)
				next_state = STATE_RX_IDLE;
			else if(sl_overflow)
				next_state = STATE_RX_OVERFLOW;
		end
		STATE_RX_OVERFLOW: begin
			generate_nak = 1'b1;
			next_state = STATE_RX_IDLE;
		end
	endcase
end
always @(posedge clk) begin
	if(rst) begin
		state <= #1 STATE_RX_IDLE;
		byte_counter <= #1 16'd0;
	end else begin
		state <= #1 next_state;
		if(shift_in_pyld_len) begin
			payload_len <= #1 rx_char;
		end
		if(record_addr)
			ma_addr <= #1 rx_char;
		if(record_evt_id)
			evt_id <= #1 rx_char;
		if(byte_counter_reset)
			byte_counter <= #1 16'd0;
		else if(byte_counter_incr)
			byte_counter <= #1 byte_counter + 16'd1;
	end
end
assign pri_latch = ~pri_granted;
assign pri_en = 1'b1;
reg [8:0] sl_addr_offset;
reg [7:0] sl_addr_offset_save;
assign sl_addr = sl_tail + sl_addr_offset;
parameter STATE_TX_IDLE = 0;
parameter STATE_TX_GETLEN = 1;
parameter STATE_TX_HEADER_PRE = 2;
parameter STATE_TX_HEADER = 3;
parameter STATE_TX_LEN = 4;
parameter STATE_TX_PAYLOAD = 5;
parameter STATE_TX_LATCH_TAIL = 6;
reg [3:0] tx_state, next_tx_state;
reg save_offset;
reg tx_len;
reg addr_offset_clear, addr_offset_incr;
assign tx_char = (tx_len) ? sl_addr_offset_save[7:0] : sl_data[7:0];
always @(posedge clk) begin
	if(rst) begin
		tx_state <= #1 STATE_TX_IDLE;
		sl_addr_offset <= #1 0;
	end else begin
		tx_state <= #1 next_tx_state;
		if(addr_offset_clear)
			sl_addr_offset <= #1 0;
		else if(addr_offset_incr)
			sl_addr_offset <= #1 sl_addr_offset + 1;
		if(save_offset)
			sl_addr_offset_save <= #1 sl_addr_offset - 4;
	end
end
always @* begin
	next_tx_state = tx_state;
	addr_offset_clear = 1'b0;
	addr_offset_incr = 1'b0;
	save_offset = 1'b0;
	tx_char_valid = 1'b0;
	tx_len = 1'b0;
	sl_latch_tail = 1'b0;
	case(tx_state)
		STATE_TX_IDLE: begin
			addr_offset_clear = 1'b1;
			if(pri_granted) begin
				next_tx_state = STATE_TX_GETLEN;
			end
		end
		STATE_TX_GETLEN: begin
			addr_offset_incr = 1'b1;
			if(sl_data[8]) begin
				save_offset = 1'b1;
				addr_offset_clear = 1'b1;
				next_tx_state = STATE_TX_HEADER_PRE;
			end
		end
		STATE_TX_HEADER_PRE: begin
			next_tx_state = STATE_TX_HEADER;
		end
		STATE_TX_HEADER: begin
			addr_offset_incr = tx_char_ready;
			tx_char_valid = tx_char_ready;
			if(sl_addr_offset == 2)
				next_tx_state = STATE_TX_LEN;
		end
		STATE_TX_LEN: begin
			addr_offset_incr = tx_char_ready;
			tx_char_valid = tx_char_ready;
			tx_len = 1'b1;
			if(tx_char_ready)
				next_tx_state = STATE_TX_PAYLOAD;
		end
		STATE_TX_PAYLOAD: begin
			addr_offset_incr = tx_char_ready;
			tx_char_valid = tx_char_ready;
			if(sl_data[8]) begin
				addr_offset_incr = 1'b1;
				next_tx_state = STATE_TX_LATCH_TAIL;
			end
		end
		STATE_TX_LATCH_TAIL: begin
			sl_latch_tail = 1'b1;
			next_tx_state = STATE_TX_IDLE;
		end
	endcase
end
endmodule
`timescale 1ns/1ps
module priority_select(clk, rst, enable, latch, requests, grants, granted);
parameter WIDTH=8;	
input clk;
input rst;
input enable;
input latch;
input [WIDTH-1:0] requests;
output reg [WIDTH-1:0] grants;
output granted;
reg [WIDTH-1:0] temp_grants;
assign granted = (grants & requests) > 0;
integer ii;
reg temp_granted;
always @* begin
	temp_grants = 0;
	temp_granted = 1'b0;
	if(enable) begin
		for(ii = 0; ii < WIDTH; ii=ii+1) begin
			if(requests[ii] && ~temp_granted) begin
				temp_grants[ii] = 1'b1;
				temp_granted = 1'b1;
			end
		end
	end
end
always @(posedge clk) begin
	if(rst) begin
		grants <= #1 0;
	end else begin
		if(latch) begin
			grants <= #1 temp_grants;
		end
	end
end
endmodule
==> flow/run.sh <==
#!/bin/bash
# OpenROAD 26Q1-2900-gdf79404cd8, Yosys 0.63+post, stock flow scripts
make -C /OpenROAD-flow-scripts/flow DESIGN_CONFIG=/design/flow/config.mk WORK_HOME=/design/flow/orfs finish
==> flow/config.mk <==
export PLATFORM = sky130hd
export DESIGN_NAME = ice_bus_controller
export DESIGN_NICKNAME = ice_bus_controller
export VERILOG_FILES = /design/flow/design.v
export SDC_FILE = /design/flow/constraint.sdc
export NUM_CORES = 4
export LEC_CHECK = 1
export CORE_UTILIZATION = 50
==> flow/constraint.sdc <==
current_design ice_bus_controller

set clk_period 4.9
set clk_io_pct 0.2

create_clock -name clk0 -period $clk_period [get_ports {clk}]

set non_clock_inputs [all_inputs -no_clocks]
set_input_delay [expr $clk_period * $clk_io_pct] -clock clk0 $non_clock_inputs
set_output_delay [expr $clk_period * $clk_io_pct] -clock clk0 [all_outputs]
==> impl_metrics.json <==
{
  "outcome": "completed",
  "skew_ps": 9.26,
  "grt_pass1_wl_mm": 8.81,
  "async_reset_ff_share_pct": 0,
  "topCombFamilyByArea": "simple AND/OR/NAND/NOR gates",
  "grt_max_degree": 20,
  "period_used_pct": 86.1,
  "grt_overflow": 0,
  "synth_warnings": 2,
  "r2r_setup_slack_ps": 3180,
  "via_per_inst": 4.99,
  "antenna_found_initial": 0,
  "grt_pass1_vias": 1936,
  "layout.cells.most_common_list": "clkdlybuf4s50_1, nor2_1, edfxtp_1",
  "cp-startpoint": "sl_tail[0]",
  "drt_first_pass_iters": 4,
  "min_from": "tx_state[2]",
  "hold_buffers": 0,
  "drtAntennaViolNets": 0,
  "xor_share_pct": 9.91,
  "cp.arrival_ps": 3240,
  "worst_pin_slew_ps": 841,
  "critPathCaptureType": "output port",
  "ys_ff": 63,
  "yosys.area_share.adder_pct": 6.50,
  "final-hold-violation-count": 0,
  "areaGrowthSynthToFinish_pct": 31.4,
  "flop_area_um2": 1580,
  "slew_viol_final": 0,
  "synth.area.mux_share_pct": 4.04,
  "synthFlopType": "edfxtp_1",
  "gp_congestion": 0.832,
  "edf_count": 32,
  "cts-resized-gates": 0,
  "wl_mm": 5.39,
  "r2r_start": "tx_state[1]",
  "grt_usage_pct": 18.8,
  "slew_headroom_pct": 43.8,
  "remaining_drc_errors": 0,
  "root_buffer": "clkbuf_8",
  "synthAoiAreaFrac_pct": 5.96,
  "logic_area_um2": 1260,
  "p_per_area_nw_per_um2": 265,
  "rsz0062_at_grt": "no",
  "rows": 27,
  "syn_area_um2": 3000,
  "ys_types": 46,
  "vias": 2100,
  "clock-sinks": 63,
  "lay_top_count": "clkdlybuf4s50_1",
  "core-area_um2": 5640,
  "critPathLaunchType": "primary input",
  "drt_first_iter_violations": 58,
  "synth_cells": 268,
  "cp_max_fo": 2,
  "antennaDiodeCount": 0,
  "fp-utilization_pct": 53.2,
  "crit_type": "primary input to output port",
  "p_leak_nw": 1.47,
  "io_buffers": 80,
  "synthSimpleGateAreaFrac_pct": 15.5,
  "cts_made_buffers": 9,
  "clockBufferDepth": 2,
  "place_ws_ps": 672,
  "yosys_cells": 268,
  "yosysSeqAreaShare_pct": 52.6,
  "ir_drop_mv": 0.186,
  "die-area_um2": 6320,
  "dp_hpwl_mm": 4.12,
  "hp-class": "flip-flop to flip-flop",
  "critical_path_required_ps": 3920,
  "clkTransAtPathRegs_ps": 60,
  "wl_per_cell_um": 12.8,
  "boundaryPins": 81,
  "setup_viol": 0,
  "min_period_ps": 4220,
  "avgSynthCellArea_um2": 11.2,
  "die_h_um": 79.5,
  "cp-endpoint": "sl_addr[8]",
  "layout-drive-gt1-share_pct": 9.46,
  "cap_violations": 0,
  "warnings": 29,
  "fin_setup_tns_ps": 0,
  "fill_cells": 442,
  "cts_tree": "built",
  "fmax_mhz": 237,
  "ys_area_um2": 3000,
  "die_w_um": 79.5,
  "h-tree-depth": 3,
  "ff2ff_path_depth": 5,
  "insertion_delay_ps": 330,
  "post_cts_buffers": 0,
  "timing.rr.end": "sl_addr_offset[8]",
  "fin_ws_ps": 682
}
cell families after synthesis:
kind of cell | count (synthesis)
simple gates | 94
flops | 63
xor+xnor | 34
buf+inv | 28
compound gates | 23
fa+ha+maj | 15
mux | 11
through the flow:
step                instance area (um2)  hold WS (ps)  util [%]  total power [mW]  cells
floorplan                          3000           396         -             0.618    268
global placement                   3780           424      67.0             0.687    405
detailed placement                 3780           436      67.0             0.687    405
CTS                                3950           460      70.0              1.06    421
global route                       3950           487      70.0              1.10    421
finish                             3950           453      70.0              1.05    421
synthesized netlist by cell type (2+ instances only):
| library cell | count | area share, % |
|---|---|---|
| and3b_2 | 3 | 1.0 |
| dfxtp_1 | 31 | 21 |
| ha_1 | 14 | 5.8 |
| nand3_1 | 14 | 2.3 |
| a21oi_1 | 7 | 1.2 |
| mux2i_1 | 2 | 0.67 |
| nand4_1 | 5 | 1.0 |
| nor3_1 | 6 | 1.0 |
| clkbuf_1 | 3 | 0.37 |
| o21ai_0 | 2 | 0.33 |
| nor2b_1 | 4 | 0.83 |
| mux2_2 | 9 | 3.4 |
| xnor2_1 | 12 | 3.5 |
| and4_1 | 2 | 0.58 |
| nor4_1 | 2 | 0.42 |
| a211oi_1 | 2 | 0.50 |
| buf_6 | 2 | 0.75 |
| and3_1 | 2 | 0.42 |
| nor2_1 | 32 | 4.0 |
| nand2_1 | 17 | 2.1 |
| buf_4 | 8 | 2.0 |
| xor2_1 | 22 | 6.4 |
| inv_1 | 13 | 1.6 |
| edfxtp_1 | 32 | 32 |
worst max-delay path, stage by stage:
cell             delay [ps]
clkdlybuf4s50_1         460
ha_1                    160
inv_1                    60
fa_1                    410
nor2b_1                 200
o2111ai_1               140
nand3_1                 130
o41ai_2                  80
xnor2_1                 160
clkdlybuf4s50_1         480
report_power, final:
group | internal (mW) | leakage, nW | switching (mW) | total, mW
Sequential | 0.566 | 0.542 | 0.00577 | 0.572
Combinational | 0.0695 | 0.845 | 0.0336 | 0.103
Clock | 0.183 | 0.0833 | 0.188 | 0.371
Total | 0.819 | 1.47 | 0.227 | 1.05
worst min-delay path by stage:
stage	end	depth (start not counted)
final	tx_state[6]	2
after CTS	tx_state[6]	2
after global routing	tx_state[6]	2
layer usage:
layer	up-vias	share of wire [%]	wire [um]	GRT usage, %
li1	1085	-	-	-
met1	973	44	2380	26.0
met2	38	51	2770	32.7
met3	4	3.7	198	4.06
met4	0	0.71	38	1.82
met5	-	0	0	0
sequential cells by signal (all words and copies together), names as in the netlist:
register             count
payload_len              8
byte_counter             8
sl_addr_offset           9
pri1.grants              2
ma_addr                  8
tx_state                 7
evt_id                   8
state                    5
sl_addr_offset_save      8
layout make-up:
cell class	count	area share [%]
sequential	63	40.1
multi-input combinational	177	31.9
timing repair buffer	80	20.3
clock buffer	11	3.33
tap	72	2.28
inverter	13	1.24
clock inverter	5	0.887
Power is estimated from default activity; no workload was simulated.
