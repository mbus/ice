$ cat flow/design.v
`timescale 1ns/1ps
module gpio_int(clk, reset, GPIO, gpio_level, gpio_direction, gpio_int_enable, sl_data, sl_addr, sl_tail, sl_latch_tail, sl_arb_request, sl_arb_grant, global_counter, incr_ctr);
parameter GPIO_WIDTH=24;
input clk;
input reset;
inout [GPIO_WIDTH-1:0] GPIO;
input [GPIO_WIDTH-1:0] gpio_level;
input [GPIO_WIDTH-1:0] gpio_direction;
input [GPIO_WIDTH-1:0] gpio_int_enable;
inout [8:0] sl_data;
input [8:0] sl_addr;
inout [8:0] sl_tail;
input sl_latch_tail;
output sl_arb_request;
input sl_arb_grant;
input [7:0] global_counter;
output reg incr_ctr;
reg frame_req;
reg [7:0] frame_data;
wire data_latch;
wire [8:0] mf_sl_data;
wire [8:0] mf_sl_tail;
assign sl_data = (sl_arb_grant) ? mf_sl_data : 9'bzzzzzzzzz;
assign sl_tail = (sl_arb_grant) ? mf_sl_tail : 9'bzzzzzzzzz;
message_fifo #( .DEPTH_LOG2(4)) 
mf1(
	.clk(clk),
	.rst(reset),
	.in_data(frame_data),
	.in_data_latch(data_latch),
	.in_frame_valid(frame_req),
	.tail(mf_sl_tail),
	.out_data_addr(sl_addr),
	.out_data(mf_sl_data),
	.out_frame_valid(sl_arb_request),
	.latch_tail(sl_latch_tail & sl_arb_grant)
);
genvar ii;
generate
	for(ii = 0; ii < GPIO_WIDTH; ii=ii+1) begin
		assign GPIO[ii] = (gpio_direction[ii]) ? gpio_level[ii] : 1'bz;
	end
endgenerate
parameter STATE_IDLE = 0;
parameter STATE_MESSAGE0 = 1;
parameter STATE_MESSAGE1 = 2;
parameter STATE_MESSAGE2 = 3;
parameter STATE_MESSAGE3 = 4;
parameter STATE_MESSAGE4 = 5;
reg [3:0] state, next_state;
reg latch_gpio_levels, gpio_has_changed;
reg drive_id, drive_gcount, drive_len, drive_param, drive_latched_data;
assign data_latch = drive_id | drive_gcount | drive_len | drive_param | drive_latched_data;
reg [1:0] drive_ctr;
always @* begin
	next_state = state;
	latch_gpio_levels = 1'b0;
	frame_req = 1'b1;
	drive_id = 1'b0;
	drive_len = 1'b0;
	drive_param = 1'b0;
	drive_gcount = 1'b0;
	drive_latched_data = 1'b0;
	incr_ctr = 1'b0;
	case(state)
		STATE_IDLE: begin
			frame_req = 1'b0;
			latch_gpio_levels = 1'b1;
			if(gpio_has_changed)
				next_state = STATE_MESSAGE0;
		end
		STATE_MESSAGE0: begin
			drive_id = 1'b1;
			next_state = STATE_MESSAGE1;
		end
		STATE_MESSAGE1: begin
			drive_gcount = 1'b1;
			incr_ctr = 1'b1;
			next_state = STATE_MESSAGE2;
		end
		STATE_MESSAGE2: begin
			drive_len = 1'b1;
			next_state = STATE_MESSAGE3;
		end
		STATE_MESSAGE3: begin
			drive_param = 1'b1;
			next_state = STATE_MESSAGE4;
		end
		STATE_MESSAGE4: begin
			drive_latched_data = 1'b1;
			if(drive_ctr == 2)
				next_state = STATE_IDLE;
		end
	endcase
end
reg [GPIO_WIDTH-1:0] last_gpio_levels, last_gpio_levels_db;
integer jj;
always @* begin
	gpio_has_changed = 1'b0;
	for(jj = 0; jj < GPIO_WIDTH; jj = jj + 1) begin
		if(~gpio_direction[jj]) begin
			if((last_gpio_levels[jj] ^ last_gpio_levels_db[jj]) & gpio_int_enable[jj])
				gpio_has_changed = 1'b1;
		end
	end
	frame_data = 8'h67;
	if(drive_gcount) frame_data = global_counter;
	else if(drive_param) frame_data = 8'h6c;
	else if(drive_latched_data) begin
		if(drive_ctr == 0)
			frame_data = last_gpio_levels[23:16];
		else if(drive_ctr == 1)
			frame_data = last_gpio_levels[15:8];
		else
			frame_data = last_gpio_levels[7:0];
	end
end
always @(posedge clk) begin
	if(reset) begin
		state <= #1 STATE_IDLE;
	end else begin
		state <= #1 next_state;
		if(latch_gpio_levels) begin
			last_gpio_levels_db <= #1 GPIO;
			last_gpio_levels <= #1 last_gpio_levels_db;
		end
		if(drive_latched_data)
			drive_ctr <= #1 drive_ctr + 1;
		else
			drive_ctr <= #1 0;
	end
end
endmodule
`timescale 1ns/1ps
module message_fifo(
	input clk,
	input rst,
	input [7:0] in_data,
	input in_data_latch,
	input in_frame_valid,
	output in_data_overflow,
	output reg [8:0] tail,
	input [8:0] out_data_addr,
	output [8:0] out_data,
	output out_frame_valid,
	output out_frame_data_valid,
	input latch_tail
);
parameter DEPTH_LOG2=9;
parameter DEPTH = (1 << DEPTH_LOG2);
reg last_frame_valid;
wire insert_fvbit = (last_frame_valid & ~in_frame_valid);
wire insert_start = (~last_frame_valid & in_frame_valid);
reg [DEPTH_LOG2-1:0] head;
reg [DEPTH_LOG2-3:0] num_valid_frames;
wire [8:0] ram_wr_data;
reg [8:0] out_data_addr_reg;
wire ram_wr_latch;
ram #(9,DEPTH_LOG2) fr1(
	.clk(clk),
	.reset(rst),
	.in_data(ram_wr_data),
	.in_addr(head),
	.in_latch(ram_wr_latch),
	.out_data(out_data),
	.out_addr(out_data_addr_reg[DEPTH_LOG2-1:0])
);
assign ram_wr_data = {insert_fvbit,in_data};
assign ram_wr_latch = (in_data_latch | insert_fvbit | insert_start); 
assign in_data_overflow = (head == tail-1);
assign out_frame_valid = (num_valid_frames > 0);
assign out_frame_data_valid = (out_data_addr == out_data_addr_reg);
always @(posedge clk) begin
	if(rst) begin
		last_frame_valid <= #1 1'b0;
		out_data_addr_reg <= #1 9'd0;
		num_valid_frames <= #1 0;
		tail <= #1 0;
		head <= #1 0;
	end else begin
		out_data_addr_reg <= #1 out_data_addr;
		last_frame_valid <= #1 in_frame_valid;
		if(insert_fvbit)
			num_valid_frames <= #1 num_valid_frames + 1;
		if(latch_tail)
			num_valid_frames <= #1 num_valid_frames - 1;
		if(ram_wr_latch)
			head <= #1 head + 1;
		if(latch_tail)
			tail <= #1 out_data_addr;
	end
end
endmodule
`timescale 1ns/1ps
module ram(clk,reset,in_data,in_addr,in_latch,out_data,out_addr);
parameter DATA_WIDTH = 8;
parameter DEPTH_LOG2 = 4;
parameter DEPTH = (1 << DEPTH_LOG2);
input clk;
input reset;
input [DATA_WIDTH-1:0] in_data;
input [DEPTH_LOG2-1:0] in_addr;
input in_latch;
output [DATA_WIDTH-1:0] out_data;
input [DEPTH_LOG2-1:0] out_addr;
reg [DATA_WIDTH-1:0] ram [DEPTH-1:0]  ;
assign out_data = ram[out_addr];
always @(posedge clk) begin
	if(reset) begin
	end else begin
		if(in_latch) begin
			ram[in_addr] <= #1 in_data;
		end
	end
end
endmodule
$ cat flow/constraint.sdc
current_design gpio_int

set clk_period 4.9
set clk_io_pct 0.2

create_clock -name clk0 -period $clk_period [get_ports {clk}]

set non_clock_inputs [all_inputs -no_clocks]
set_input_delay [expr $clk_period * $clk_io_pct] -clock clk0 $non_clock_inputs
set_output_delay [expr $clk_period * $clk_io_pct] -clock clk0 [all_outputs]
$ cat flow/config.mk
export PLATFORM = sky130hd
export DESIGN_NAME = gpio_int
export DESIGN_NICKNAME = gpio_int
export VERILOG_FILES = /design/flow/design.v
export SDC_FILE = /design/flow/constraint.sdc
export NUM_CORES = 4
export LEC_CHECK = 1
export CORE_UTILIZATION = 50
$ cat flow/run.sh
#!/bin/bash
# OpenROAD 26Q1-2900-gdf79404cd8, Yosys 0.63+post, stock flow scripts
make -C /OpenROAD-flow-scripts/flow DESIGN_CONFIG=/design/flow/config.mk WORK_HOME=/design/flow/orfs finish
==> flow_summary.json <==
{
  "run_status": "stopped before the end",
  "stop_stage": "4_1_cts",
  "stop_error": "[error] [KeplerFormal.cpp:679] Workflow failed: Iso has multiple drivers: .sl_tail0, sl_tail[0]$_SDFFE_PP0P_.Q0",
  "edf_count": 194,
  "most_used_standard_cell_by_instance_count_after_synthesis": "sky130_fd_sc_hd__edfxtp_1",
  "initial_util_pct": 51.72,
  "buffer_ports.inserted": 94,
  "tritoncts_num_sinks": 220,
  "syn-mean-instance-area_um2": 17.69,
  "cts-buffers-inserted": 23,
  "cts.path.max_buffers": 3,
  "synthCells": 511,
  "synth_seq_share_pct": 70.21,
  "async_flop_share_pct": 0,
  "ys_seq_elements": 220,
  "synth_area_um2": 9039,
  "synth-cells-yosys": 511,
  "htreeDepth": 1,
  "ctsResizeCount": 0,
  "cts_root_buffer": "sky130_fd_sc_hd__clkbuf_16",
  "cts_hold_buf": 0,
  "die-height_um": 136.5,
  "cell_count_after_placement": 811,
  "estimated_wirelength_of_the_detail_placed_design_um": 12050,
  "routability_congestion": 0.8161,
  "top_post_synthesis_cells_by_count": "194 x sky130_fd_sc_hd__edfxtp_1, 32 x sky130_fd_sc_hd__mux4_1, 29 x sky130_fd_sc_hd__nor2_1",
  "ys_types": 34,
  "placementRows": 48,
  "post_cts_buffers": 0,
  "synthDominantAreaCellType": "sky130_fd_sc_hd__edfxtp_1",
  "ys_warn_count": 6,
  "dieWidth_um": 136.5,
  "yosys-top-cells-area": "sky130_fd_sc_hd__edfxtp_1 64%, sky130_fd_sc_hd__mux4_1 9.3%, sky130_fd_sc_hd__dfxtp_1 5.8%",
  "synth-area-yosys_um2": 9039,
  "yosys.area.top_type_share_pct": 64.45,
  "synth-main-ff-cell": "sky130_fd_sc_hd__edfxtp_1",
  "pin_count": 137
}
[cell families after synthesis]
family / count (synthesis) / share of synthesized area, %
flip-flops: 220 / 70.21
buffers and inverters: 58 / 3.779
adder cells (fa/ha/maj): 7 / 0.9689
AND-OR/OR-AND: 36 / 2.519
XOR/XNOR: 30 / 2.907
AND/OR/NAND/NOR: 102 / 5.565
multiplexers: 58 / 14.05
[per-stage QoR]
stage                     worst slack, ns  cell area (µm²)
after floorplan                     1.229             9039
after global placement              1.609            10160
after detailed placement            1.595            10160
