===== design/flow/design.v =====
`timescale 1ns/1ps
module mbus_ice_driver_tx (
    input               clk,
    input               reset,
    input               tx_frame_valid,
    input               tx_char_valid,
    input [7:0]         tx_char,
    input               tx_char_pending,
    output              tx_char_advance,
    output reg [31:0]   tx_mbus_txaddr,
    output reg [31:0]   tx_mbus_txdata,
    output reg          tx_mbus_txreq,
    output reg          tx_mbus_txpend,
    input               tx_mbus_txack,
    input               tx_mbus_txfail,
    input               tx_mbus_txsucc,
    output reg          tx_mbus_txresp_ack,
    output reg          tx_gen_ack,
    output reg          tx_gen_nak,
    input               tx_acknak_valid
    );
parameter ST_TX_IDLE = 0;
parameter ST_TX_SHIFT_ADDR0 = 1;
parameter ST_TX_SHIFT_ADDR1 = 2;
parameter ST_TX_SHIFT_ADDR2 = 3;
parameter ST_TX_SHIFT_ADDR3 = 4;
parameter ST_TX_SHIFT_DATA0 = 5;
parameter ST_TX_SHIFT_DATA1 = 6;
parameter ST_TX_SHIFT_DATA2 = 7;
parameter ST_TX_SHIFT_DATA3 = 8;
parameter ST_TX_WAIT        = 9;
parameter ST_TX_TXREQ       = 10;  
parameter ST_TX_TXACK       = 11;  
parameter ST_TX_TXSUCC      = 12;  
parameter ST_TX_RESULT      = 13;  
parameter ST_TX_SZ = $clog2(ST_TX_RESULT+1);
reg [ST_TX_SZ-1:0]      tx_state    ;
reg [ST_TX_SZ-1:0]      tx_next_state;
reg                     tx_mbus_txaddr_shift;
reg                     tx_mbus_txdata_shift;
always @(posedge clk) begin
    if (reset) begin
        tx_state <= #1 ST_TX_IDLE;
        tx_mbus_txaddr <= #1 32'h0;
        tx_mbus_txdata <= #1 32'h0;
    end else begin
        tx_state <= #1 tx_next_state;
        if (tx_mbus_txaddr_shift) 
            tx_mbus_txaddr <= {tx_mbus_txaddr[23:0],tx_char};
        if (tx_mbus_txdata_shift)
            tx_mbus_txdata <= {tx_mbus_txdata[23:0],tx_char};
    end
end
assign tx_char_advance = tx_mbus_txaddr_shift | tx_mbus_txdata_shift;
always @* begin
    tx_next_state = tx_state;
    tx_mbus_txaddr_shift = 0;
    tx_mbus_txdata_shift = 0;
    tx_mbus_txreq = 0;
    tx_mbus_txpend = 0;
    tx_gen_ack = 0;
    tx_gen_nak = 0;
    tx_mbus_txresp_ack = 0;
    case (tx_state)
        ST_TX_IDLE: begin
            if (tx_frame_valid == 1) begin
                tx_next_state = ST_TX_SHIFT_ADDR0;
            end
        end
        ST_TX_SHIFT_ADDR0: begin 
            tx_mbus_txaddr_shift = tx_char_valid;
            if (tx_char_valid == 1) begin
                tx_next_state = ST_TX_SHIFT_ADDR1;
            end
        end
        ST_TX_SHIFT_ADDR1: begin 
            tx_mbus_txaddr_shift = tx_char_valid;
            if (tx_char_valid == 1) begin
                tx_next_state = ST_TX_SHIFT_ADDR2;
            end
        end
        ST_TX_SHIFT_ADDR2: begin 
            tx_mbus_txaddr_shift = tx_char_valid;
            if (tx_char_valid == 1) begin
                tx_next_state = ST_TX_SHIFT_ADDR3;
            end
        end
        ST_TX_SHIFT_ADDR3: begin 
            tx_mbus_txaddr_shift = tx_char_valid;
            if (tx_char_valid == 1) begin
                tx_next_state = ST_TX_SHIFT_DATA0;
            end
        end
        ST_TX_SHIFT_DATA0: begin 
            tx_mbus_txdata_shift = tx_char_valid;
            if (tx_char_valid == 1) begin
                tx_next_state = ST_TX_SHIFT_DATA1;
            end
        end
        ST_TX_SHIFT_DATA1: begin 
            tx_mbus_txdata_shift = tx_char_valid;
            if (tx_char_valid == 1) begin
                tx_next_state = ST_TX_SHIFT_DATA2;
            end
        end
        ST_TX_SHIFT_DATA2: begin 
            tx_mbus_txdata_shift = tx_char_valid;
            if (tx_char_valid == 1) begin
                tx_next_state = ST_TX_SHIFT_DATA3;
            end
        end
        ST_TX_SHIFT_DATA3: begin 
            tx_mbus_txdata_shift = tx_char_valid;
            if (tx_char_valid == 1) begin
                tx_next_state = ST_TX_WAIT;
            end
        end
        ST_TX_WAIT: begin
            tx_next_state = ST_TX_TXREQ;
        end
        ST_TX_TXREQ: begin   
            tx_mbus_txreq = 1;
            tx_mbus_txpend = tx_char_pending;
            if (tx_mbus_txack == 1) begin
                tx_next_state = ST_TX_TXACK;
            end
        end 
        ST_TX_TXACK: begin   
            if (tx_mbus_txack == 0) begin
                if (tx_char_pending == 1)  begin
                    tx_next_state = ST_TX_SHIFT_DATA0;
                end else begin
                    tx_next_state = ST_TX_TXSUCC;
                end
            end
        end
        ST_TX_TXSUCC: begin   
            if (tx_mbus_txsucc == 1) begin
                tx_gen_ack = 1;
                tx_next_state = ST_TX_RESULT;
            end else if (tx_mbus_txfail == 1) begin
                tx_gen_nak = 1;
                tx_next_state = ST_TX_RESULT;
            end
        end 
        ST_TX_RESULT: begin   
            tx_mbus_txresp_ack = 1;
            if(tx_acknak_valid == 1'b0) begin
				tx_next_state = ST_TX_IDLE;
            end
        end 
        default:  begin
            tx_next_state = tx_state;
            tx_mbus_txaddr_shift = 0;
            tx_mbus_txdata_shift = 0;
            tx_mbus_txreq = 0;
            tx_mbus_txpend = 0;
            tx_gen_ack = 0;
            tx_gen_nak = 0;
            tx_mbus_txresp_ack = 0;
        end
    endcase
end  
endmodule

===== design/flow/run.sh =====
#!/bin/bash
# OpenROAD 26Q1-2900-gdf79404cd8, Yosys 0.63+post, stock flow scripts
make -C /OpenROAD-flow-scripts/flow DESIGN_CONFIG=/design/flow/config.mk WORK_HOME=/design/flow/orfs finish

===== design/flow/config.mk =====
export PLATFORM = sky130hd
export DESIGN_NAME = mbus_ice_driver_tx
export DESIGN_NICKNAME = mbus_ice_driver_tx
export VERILOG_FILES = /design/flow/design.v
export SDC_FILE = /design/flow/constraint.sdc
export NUM_CORES = 4
export LEC_CHECK = 1
export CORE_UTILIZATION = 50

===== design/flow/constraint.sdc =====
current_design mbus_ice_driver_tx

set clk_period 5.4
set clk_io_pct 0.2

create_clock -name clk0 -period $clk_period [get_ports {clk}]

set non_clock_inputs [all_inputs -no_clocks]
set_input_delay [expr $clk_period * $clk_io_pct] -clock clk0 $non_clock_inputs
set_output_delay [expr $clk_period * $clk_io_pct] -clock clk0 [all_outputs]

==> summary.txt <==
Figures from the implementation reports.

- The highest ir drop seen on vdd reads around 0.18 mV.
- The total die area reads roughly 6500 um^2.
- The required time of the critical path reads 4320 ps.
- The number of different library cells used by synthesis comes to 20.
- The cell type with the highest occurrence count on the critical path is sky130_fd_sc_hd__clkdlybuf4s50_1.
- The number of buffers added on ports is approximately 86.
- The layout-stage area growth over the synthesis result is 35.1%.
- In this design, the stage delay of the slowest critical-path cell is 860 ps.
- The global-route usage over all layers reads about a fifth.
- The transition time recorded at the tightest slew-check pin is slightly below 800 ps.
- By instance count, the leading cell after synthesis is sky130_fd_sc_hd__dfxtp_1.
- The post-CTS clock slew at the launch and capture registers of the worst setup and hold paths reads around 70 ps.
- In the setup report, the worst path falls into the class in2out.
- The mean number of vias per cell reads 4.87.
- The cell count after synthesis came out at 274.
- Per the synthesis report, the single largest cell type by area occupies 50.7% of cell area.
- The fraction of the yosys area taken by sequential cells reads 50.7%.
- The total setup buffers inserted after CTS reads 0.
- The number of global-route vias before repair is ~2.0k.
- According to the hold report, the worst path is of the reg2reg type.
- The initial antenna violation count is 0.
- The maximum number of pins on one net before global-route repair is about 87.
- Across all layers, the routed design uses roughly 2.1k vias.
- The count of final max-slew check failures reads 0.
- The power density of the placed cells is 275 nW/um^2.
- The worst setup path is launched from a primary input.
- The critical path goes through clkdlybuf4s50_1 -> o41ai_2 -> buf_4 -> nand2_1 -> clkdlybuf4s50_1.
- After synthesis, the most frequently instantiated cells are sky130_fd_sc_hd__dfxtp_1, sky130_fd_sc_hd__nand2b_1, sky130_fd_sc_hd__mux2i_1.
- The final critical path takes up 73.7% of the cycle.
- Summed over all layers, the global routing overflow is 0.
- The number of clock sinks is 78.
- The highest fanout seen on the critical path reads 13.
- The violation tally from detailed-route iteration zero is around 91.
- In the final report, the number of hold violations comes to 0.
- The detailed-route DRC error count is 0.
- The dominant register cell in the synthesized netlist is sky130_fd_sc_hd__dfxtp_1.
- The routed wire length is just under 6000 um.
- The fraction of final layout cells with drive strength greater than 1 reads under 10%.
- The flow ran to the end, and the final reports show no timing, DRC or antenna violations.
- Setup repair after global routing left no endpoint under its margin.
- The CTS buffer count is 9.
- STA classifies the critical path endpoint as an output pin.
- The cell with the largest stage delay on the worst path is sky130_fd_sc_hd__clkdlybuf4s50_1.
- The routed design ends up with an antenna cell count of 0.
- The number of nets still failing antenna checks after routing reads 0.
- The floorplan step set the die width to 80.5 um.
- The wire length of the first global-routing pass reads between 9000 and 10000 um.
- The number of cells in Yosys stat is roughly 270.
- The number of setup violations in the final report is 0.
- The number of register bits inferred by synthesis reads between 70 and 80.
- The family with the most delay on the worst path reads buffers and inverters.
- The count of instances resized after the clock tree is built is 0.
- For this run, asynchronously set or reset flops after synthesis account for 0%.
- The half-perimeter wire length of the detailed placement result is about 3900 um.
- The cell leakage power is between 1.5 and 2 nW.
- The final critical-path required period reads around 4000 ps.
- In the post-synthesis netlist, the biggest area contributors are sky130_fd_sc_hd__dfxtp_1, sky130_fd_sc_hd__mux2i_1, sky130_fd_sc_hd__nand2b_1.
- The tightest slew margin relative to the limit is 47.9%.
- The CTS tree reads yes.
- The internal reg-to-reg setup slack reads 3650 ps.
- For this run, the chip area from Yosys synthesis comes to 3080 um^2.
- TritonRoute output was used to compute an average wire per cell of 13.5 um.
- The cell type contributing the most total cell area after synthesis is sky130_fd_sc_hd__dfxtp_1.
- The top-level I/O count reads 87.
- The maximum root-to-sink buffer count is 2.
- The fraction of the core area occupied by cells at floorplan is a little over half.
- The cell at the root of the clock tree is sky130_fd_sc_hd__clkbuf_8.
- The first TritonRoute pass finished after 4 iterations.
- The later-pin clock latency in the skew report is between 300 and 400 ps.
- The number of levels the H-tree was split into is 3.
- The mean instance size in the synthesized netlist reads about 11 um^2.
- The total placed cells including tap cells reads about 420.
- The post-synthesis instance area is just over 3000 um^2.
- For the final routed database, the setup TNS stands at 0 ps.
- The number of warnings reported in the stage logs is 26.
- Buffers inserted to repair hold after CTS numbered 0.
- In this run the vertical extent of the chip is about 80 um.
- The count of yosys warnings during synthesis reads 1.
- The maximum achievable frequency is between 0.2 and 0.3 GHz.
- The number of non-filler instances in the completed layout reads about 440.
- The core outline area is a little under 6000 um^2.
- The worst endpoint data arrival time is around 2900 ps.
- The buffer and inverter count on the worst path reads 3.
- The routability congestion estimate reads approximately 0.75.
- The setup clock skew after layout is between 8 and 9 ps.
- The end-of-flow core utilization is between 70% and 80%.
- The number of placement rows is 28.
- The post-synth tally of flip-flops with integrated enable is 0.
- The total of max-cap violations reads 0.
[sequential cells by signal, indices dropped and copies added (netlist names)]
register / flops
tx_state: 14
tx_mbus_txaddr: 32
tx_mbus_txdata: 32
[worst paths after layout]
path	from	end	cells past startpoint
setup / recovery	tx_char_valid	tx_char_advance	5
setup reg to reg	tx_state[2]	tx_mbus_txaddr[9]	3
hold / removal	tx_state[8]	tx_state[5]	2
hold reg to reg	tx_state[8]	tx_state[5]	2
[layer usage]
layer	GRT usage [%]	routed length (um)	part of all wire [%]	vias to the layer above
met5	0	0	0	-
met4	3.21	105	1.8	0
met3	4.96	408	6.9	9
met2	28.7	2520	43	56
met1	30.5	2870	49	977
li1	-	-	-	1089
[logic make-up (layout without fill, tap and decap cells)]
kind of cell           after synthesis  in the layout  synth area share [%]
AND-OR/OR-AND                       11             11                  2.60
buffers and inverters               21            110                  5.36
flip-flops                          78             78                  50.7
multiplexers                        71             71                  23.1
AND/OR/NAND/NOR                     93             93                  18.2
[layout by cell type (no fill, tap or decap), drive strengths merged]
master,count
and2,2
nand2b,74
nor2,8
clkdlybuf4s50,85
dfxtp,78
mux2i,71
o21ai,1
buf,6
inv,3
clkinv,1
clkbuf,13
and3b,1
a21oi,5
o41ai,2
bufinv,2
o41a,2
nor3b,1
a221o,1
nand3b,1
or3b,2
nand2,4
[layout make-up]
cell class | instances | area [um^2]
well taps | 75 | 93.8
clock inverters | 3 | 65.1
clock buffers | 13 | 169
multi-input cells | 175 | 1370
fillers | 461 | 1760
repair buffers | 91 | 893
inverters | 3 | 11.3
flip-flops and latches | 78 | 1560
[worst register-to-register path, stage by stage, from the launching register on]
cell                      delay, ps
sky130_fd_sc_hd__dfxtp_1        410
sky130_fd_sc_hd__o41a_1         690
sky130_fd_sc_hd__buf_4          370
sky130_fd_sc_hd__mux2i_1        210
[per-stage QoR]
| stage | total power [mW] | setup WS, ps | hold WS (ps) | area, um^2 |
|---|---|---|---|---|
| CTS | 1.16 | 1420 | 433 | 4160 |
| global placement | 0.663 | 1460 | 413 | 3930 |
| finish | 1.14 | 1420 | 431 | 4160 |
| floorplan | 0.638 | 2670 | 411 | 3080 |
| global route | 1.19 | 1300 | 458 | 4160 |
| detailed placement | 0.663 | 1440 | 423 | 3930 |
[power by group]
part | internal, mW | switching (mW)
clock network | 0.298 | 0.197
logic | 0.0386 | 0.0263
registers | 0.580 | 0.00372
total | 0.917 | 0.227
Power is estimated from default activity; no workload was simulated.
