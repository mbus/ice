==> flow/design.v <==
module i2c_xmit(
	input clock,
	input reset,
	input [7:0] addr,
	input [31:0] data,
	input start,
	inout SDA,
	inout SCL,
	output busy,
	output sda,
	output SDA_drive_debug,
	output [7:0] byte_idx,
	output [3:0] state,
	output i2c_clock
);
reg [7:0] div;
reg i2c_clock;
always @(posedge clock) begin
	if (reset) begin
		i2c_clock <= 0;
		div <= 0;
	end else begin
		if (div == (8'd168)) begin
			div <= 0;
			i2c_clock <= ~i2c_clock;
		end else begin
			div <= div + 8'b1;
		end
	end
end
reg SDA0, SDA1;
reg SCL0, SCL1;
reg sda;
reg scl;
always @(posedge clock) begin
	if (reset) begin
		sda <= 1;
		scl <= 1;
	end else begin
		SDA0 <= SDA;
		SDA1 <= SDA0;
		if ((SDA == SDA0) && (SDA0 == SDA1))
			sda <= SDA;
		SCL0 <= SCL;
		SCL1 <= SCL0;
		if ((SCL == SCL0) && (SCL0 == SCL1))
			scl <= SCL;
	end
end
reg bus_busy;
reg last_sda;
reg last_scl;
always @(posedge clock) begin
	if (reset) begin
		bus_busy <= 0;
	end else begin
		last_sda <= sda;
		last_scl <= scl;
		if (last_scl && scl && last_sda && ~sda)
			bus_busy <= 1;
		if (last_scl && scl && ~last_sda && sda)
			bus_busy <= 0;
	end
end
reg _start;
reg [7:0] _data [7:0];
reg [7:0] _len;
reg _busy;
always @(posedge clock) begin
	if (reset) begin
		_start <= 0;
		_len <= 8'd5;
	end else begin
		if (start && ~_busy) begin
			_start <= 1'b1;
			_data[0] <= addr;
			_data[1] <= data[7:0];
			_data[2] <= data[15:8];
			_data[3] <= data[23:16];
			_data[4] <= data[31:24];
			_len <= 8'd5;
		end
		else if (_busy) begin
			_start <= 1'b0;
		end
	end
end
assign busy = _busy;
reg [4-1:0] state;
reg [3:0] bit_idx;
reg [7:0] byte_idx;
reg SDA_drive;
reg SCL_drive;
assign SDA = (SDA_drive) ? 1'b0 : 1'bz;
assign SCL = (SCL_drive) ? 1'b0 : 1'bz;
reg [1:0] delay;
assign SDA_drive_debug = SDA_drive;
always @(posedge i2c_clock or posedge reset) begin
	if (reset) begin
		SDA_drive <= 0;
		SCL_drive <= 0;
		state <= (4'd0);
		bit_idx <= 4'd7;
		byte_idx <= 0;
		_busy <= 0;
		delay <= 0;
	end else begin
		case (state)
			(4'd0):
				begin
					bit_idx <= 4'd7;
					byte_idx <= 0;
					if (_start && ~bus_busy) begin
						_busy <= 1;
						state <= (4'd1);
						SDA_drive <= 1;
					end else begin
						_busy <= 0;
						SDA_drive <= 0;
						SCL_drive <= 0;
					end
				end
			(4'd1):
				begin
					state <= (4'd2);
					SDA_drive <= 0;
				end
			(4'd2):
				begin
					state <= (4'd3);
					SDA_drive <= 1;
				end
			(4'd3):
				begin
					state <= (4'd4);
					SCL_drive <= 1;
				end
			(4'd4):
				begin
					state <= (4'd5);
					SDA_drive <= ~_data[byte_idx][bit_idx];
				end
			(4'd5):
				begin
					state <= (4'd6);
					SCL_drive <= 0;
				end
			(4'd6):
				begin
					state <= (4'd7);
				end
			(4'd7):
				begin
					SCL_drive <= 1;
					bit_idx <= bit_idx - 1;
					if (bit_idx) begin
						state <= (4'd4);
					end else begin
						state <= (4'd8);
						SDA_drive <= 0;
					end
				end
			(4'd8):
				begin
					state <= (4'd9);
				end
			(4'd9):
				begin
					bit_idx <= 4'd7;
					SCL_drive <= 0;
					state <= (4'd10);
				end
			(4'd10):
				begin
					if (sda) begin
						state <= (4'd3);
					end else begin
						byte_idx <= byte_idx + 1;
						if ((byte_idx + 1) == _len) begin
							state <= (4'd11);
						end else begin
							state <= (4'd3);
						end
					end
				end
			(4'd11):
				begin
					state <= (4'd12);
					SCL_drive <= 1;
				end
			(4'd12):
				begin
					SDA_drive <= 1;
					state <= (4'd13);
				end
			(4'd13):
				begin
					SCL_drive <= 0;
					state <= (4'd14);
					delay <= 0;
				end
			(4'd14):
				begin
					if (delay < 2'd2) begin
						delay <= delay + 2'd1;
					end else begin
						state <= (4'd15);
					end
				end
			(4'd15):
				begin
					SDA_drive <= 0;
					state <= (4'd0);
					_busy <= 0;
				end
		endcase
	end  
end  
endmodule  
==> flow/run.sh <==
#!/bin/bash
# OpenROAD 26Q1-2900-gdf79404cd8, Yosys 0.63+post, stock flow scripts
make -C /OpenROAD-flow-scripts/flow DESIGN_CONFIG=/design/flow/config.mk WORK_HOME=/design/flow/orfs finish
==> flow/config.mk <==
export PLATFORM = sky130hd
export DESIGN_NAME = i2c_xmit
export DESIGN_NICKNAME = i2c_xmit
export VERILOG_FILES = /design/flow/design.v
export SDC_FILE = /design/flow/constraint.sdc
export NUM_CORES = 4
export LEC_CHECK = 1
export CORE_UTILIZATION = 50
==> flow/constraint.sdc <==
current_design i2c_xmit

set clk_period 5.2
set clk_io_pct 0.2

create_clock -name clk0 -period $clk_period [get_ports {clock}]

set non_clock_inputs [all_inputs -no_clocks]
set_input_delay [expr $clk_period * $clk_io_pct] -clock clk0 $non_clock_inputs
set_output_delay [expr $clk_period * $clk_io_pct] -clock clk0 [all_outputs]
==> Slide: Implementation Results <==
Run Summary

Clocking
  • Latency at later pin: 290 ps
  • H-tree depth: 2
  • Total CTS buffers: 5
  • Post-CTS Setup Repair Bufs: 0
  • CTS Root Cell: clkbuf_8
  • Clock slew at reported path FFs: around 80 ps
  • Clock Path Buffers: 2
  • Resize count post-CTS: 0
  • TritonCTS clock tree: built
  • Cts hold-fix bufs: 0

Place
  • Placed instance area: 3900 um^2
  • DP Worst Slack: about 2600 ps
  • Final GP Congestion: 0.833
  • Port Buffers: between 50 and 60
  • Detailed Place HPWL: 4360 um

Synth
  • Yosys reg bits: roughly 72
  • Avg Cell Area, Syn: 11.0 um^2
  • Count of library flops with an enable pin: 40
  • Synthesized area: 3300 um^2
  • Post-Synthesis Cells: approximately 300
  • Post-synthesis sequential area ratio: 58.9%
  • Share of the synthesized area in the top cell type: 36.4%
  • Cell taking the most area after synthesis: edfxtp_1
  • Main area contributors: edfxtp_1 (36%), dfrtp_1 (13%), dfxtp_1 (7.3%), o21ai_0 (3.9%), nor2_1 (3.6%)
  • Commonest flop: edfxtp_1
  • # Cells Yosys: 299
  • Synth warn: 48
  • Post-synthesis cell type count: 55
  • Ys async rst share: 27.8%
  • Chip Area, Yosys: 3300 um^2

Run
  • Max Cap Violations: 0
  • Log Warnings: 30

Detailed routing
  • Wire per inst: 14.5 um
  • DR vias/cell: ~5.4
  • ANT nets after route: 0
  • ANT cells: 0
  • Vias: 2,305
  • Residual DRC count: 0
  • Routed WL: 6180 um
  • Iteration count of the initial detailed-routing pass: 4
  • Violation tally from detailed-route iteration zero: 155

STA
  • Slew Limit Fails: 0
  • Worst-margin pin slew: 802 ps
  • Minimum clock period: between 2000 and 3000 ps
  • Slew margin rel.: 46.5%
  • Register pins left without a clock: 20
  • Final setup fails: 0
  • Worst setup margin: 2460 ps
  • Setup_tns: 0 ps
  • Setup repair after global routing missed its margin: false
  • Final Hold Violation Tally: 0
  • Fmax achieved: 365 MHz
  • Setup Skew: 0.608 ps
  • Final Cycle Share: 52.7%
  • Endpoints left unconstrained: 34

Die
  • Die area: 6940 um^2
  • Die Span X: about 83 um
  • Row count: 29
  • Vert. Die Dim: 83.3 um
  • Fp util: 52.0%
  • IO Count: between 60 and 70
  • Core Area: approximately 6300 um^2

Worst setup path
  • R2r endpoint: div[6]
  • CP top delay family: flip-flops
  • Required @ worst endpoint: 4160 ps
  • Crit Path Max Fanout: 22
  • Critical path startpoint category: flip-flop
  • CP bufs+invs: 1
  • R2R Setup Slk: 3670 ps
  • Slowest cell delay on critical path: 810 ps
  • WP depth: 1
  • Crit Path Class: reg2out
  • Arr. time, crit path: 1700 ps
  • Reg2Reg Depth: 6
  • Crit path cell chain: clkdlybuf4s50_1
  • Crit path capture type: output pin
  • Critical-path top delay cell: dfxtp_1
  • RR Startpoint: div[0]

GRT
  • Largest net degree at the start of global routing: 41
  • Initial antenna violation count: 0
  • Vias in the first global route: ~2,200
  • First-pass GRT wire length: between 10,000 and 15,000 um
  • All-Layer GR Usage: 19.8%
  • GR Overflow Total: 0

Power and ir drop
  • P_int: 0.636 mW
  • Switching power: approximately 0.15 mW
  • Clock share of power: 34.1%
  • Pleak: 1.44 nW
  • Comb pwr share: 6.3%
  • PD cells: 195 nW/um^2
  • Sequential share of power: 59.6%
  • Peak supply drop: 0.269 mV
  • Sw Share: 18.8%

Min path
  • Hold path cells: 1
  • Hold wc startpoint: bus_busy
  • Hold EP: bus_busy
  • Worst hold path class: reg2reg

Cells and area
  • Final instance area: 4020 um^2
  • Layout cells sized above 1: between 5 and 6%
  • Synth-to-Final Area Change: 21.6%

Status
  • Status: completed
-- placed cells by master (no fill, tap or decap), drive strengths merged, types with 3 or more instances in the layout --
cell type / synthesis / final
dfxtp: 12 / 12
a22oi: 8 / 8
and3: 4 / 4
clkbuf: 13 / 5
clkdlybuf4s50: 0 / 58
xor2: 7 / 7
ha: 8 / 8
nor4: 4 / 4
nor2: 32 / 32
o31ai: 3 / 3
a21oi: 9 / 9
dfstp: 3 / 3
nand2b: 4 / 4
nand3: 11 / 11
edfxtp: 40 / 40
nand2: 20 / 20
o21ai: 26 / 26
inv: 15 / 15
nor3: 8 / 8
nor3b: 3 / 3
nor2b: 3 / 3
o211ai: 5 / 5
dfrtp: 17 / 17
xnor2: 3 / 3
-- per-layer routing --
layer | share of wire [%] | track usage, % | vias to the layer above
li1 | - | - | 1181
met1 | 47 | 33.6 | 1065
met2 | 49 | 30.8 | 54
met3 | 3.9 | 3.23 | 5
met4 | 0.78 | 1.72 | 0
met5 | 0 | 0 | -
-- sequential cells by signal (all words and copies together) (netlist names), 2 cells and up --
name	count
state	4
delay	2
bit_idx	4
_data	40
div	8
byte_idx	8
-- worst max path at each step --
stage | start | to | slack (ps)
4_1_cts | i2c_clock | i2c_clock | 2430
5_1_grt | i2c_clock | i2c_clock | 2360
6_report | i2c_clock | i2c_clock | 2460
-- per-stage QoR --
stage | instances | util [%] | hold WS (ps) | total power, mW
6_report | 425 | 63.2 | 482 | 0.783
5_1_grt | 425 | 63.2 | 492 | 0.815
4_1_cts | 425 | 63.2 | 484 | 0.791
3_5_place_dp | 417 | 61.5 | 470 | 0.526
3_3_place_gp | 417 | 61.5 | 464 | 0.526
2_1_floorplan | 300 | - | 439 | 0.490
-- cell usage after synthesis, types with 2 or more instances --
library cell	instances
nand2_1	20
o31ai_1	2
a211o_1	2
dfstp_2	3
dfrtp_1	17
nand4b_1	2
ha_1	8
nor3_1	8
a21oi_1	9
o211ai_1	5
nand3_1	10
buf_4	3
a222oi_1	2
inv_1	15
o2bb2ai_1	2
xor2_1	7
buf_2	2
dfxtp_1	12
clkbuf_1	13
a221oi_1	2
nor3b_1	3
nor2_1	32
a211oi_1	2
xnor2_1	3
edfxtp_1	40
o21bai_1	2
o21ai_0	26
a22oi_1	8
nor4_1	4
nor2b_1	3
nand2b_1	4
a31oi_1	2
and3_1	4
-- power groups by stage --
stage	Combinational [mW]	Clock [mW]	Sequential [mW]
6_report	0.0494	0.267	0.467
5_1_grt	0.0543	0.293	0.468
4_1_cts	0.0505	0.274	0.467
-- cell type report --
class                           instances  area (um^2)
Clock buffer                            5         68.8
Clock inverter                          3         42.5
Fill cell                             484         2330
Inverter                               15         56.3
Multi-Input combinational cell        194         1220
Sequential cell                        72         1950
Tap cell                               77         96.3
Timing Repair Buffer                   59          588
-- cells by family (layout without fill, tap and decap cells) --
logic type / count (synthesis) / count (layout) / share of synthesized area (%)
buf+inv: 34 / 82 / 4.51
flops: 72 / 72 / 58.9
xor+xnor: 10 / 10 / 2.65
compound gates: 75 / 75 / 15.9
mux: 1 / 1 / 0.303
fa+ha+maj: 8 / 8 / 3.03
other cells: 1 / 2 / 0.114
simple gates: 98 / 98 / 14.6
Power figures rest on the tool's default switching activity, not on a simulated workload.
